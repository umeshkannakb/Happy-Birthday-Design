$ cat ./run.sh
#!/bin/bash
# OpenROAD 26Q1-2900-gdf79404cd8, Yosys 0.63+post, stock flow scripts
make -C /OpenROAD-flow-scripts/flow DESIGN_CONFIG=/design/flow/config.mk WORK_HOME=/design/flow/orfs finish
$ cat ./constraint.sdc
current_design happy_birthday_top

set clk_period 22.3
set clk_io_pct 0.2

create_clock -name clk0 -period $clk_period [get_ports {i_clk}]

set non_clock_inputs [all_inputs -no_clocks]
set_input_delay [expr $clk_period * $clk_io_pct] -clock clk0 $non_clock_inputs
set_output_delay [expr $clk_period * $clk_io_pct] -clock clk0 [all_outputs]
$ cat ./design.v
`timescale 1ns / 1ps
module bcd_to_7seg (
    input  [3:0] bcd,
    output reg [6:0] seg
);
    always @(*) begin
        case (bcd)
            4'd0: seg = 7'b1111110;
            4'd1: seg = 7'b0110000;
            4'd2: seg = 7'b1101101;
            4'd3: seg = 7'b1111001;
            4'd4: seg = 7'b0110011;
            4'd5: seg = 7'b1011011;
            4'd6: seg = 7'b1011111;
            4'd7: seg = 7'b1110000;
            4'd8: seg = 7'b1111111;
            4'd9: seg = 7'b1111011;
            default: seg = 7'b0000001;  
        endcase
    end
endmodule
`timescale 1ns / 1ps
module happy_birthday_top (
    input  wire       i_clk,           
    input  wire       i_rst,           
    input  wire       i_tx_en_n,       
    output wire [6:0] o_seg_ones,
    output wire [6:0] o_seg_tens,
    output wire       o_hit_count_valid
);
    wire serial_data;
    wire [15:0] hit_count;
    wire hit_count_valid;
    seq_det_tx_top U_TXSYS (
        .i_clk         (i_clk),
        .i_rst         (i_rst),
        .i_tx_en_n     (i_tx_en_n),
        .o_serial_data (serial_data)
    );
    seq_det_rx #(.BDAY_PATTERN(9'b100000101)) U_RXSYS (  
        .i_clk             (i_clk),
        .i_reset           (i_rst),
        .i_serial_in       (serial_data),
        .o_hit_count       (hit_count),
        .o_hit_count_valid (hit_count_valid)
    );
    wire [3:0] ones = hit_count % 10;
    wire [3:0] tens = (hit_count / 10) % 10;
    bcd_to_7seg U_SEG1 (.bcd(ones), .seg(o_seg_ones));
    bcd_to_7seg U_SEG2 (.bcd(tens), .seg(o_seg_tens));
    assign o_hit_count_valid = hit_count_valid;
endmodule
`timescale 1ns / 1ps
module seq_det_gen (
    input            i_clk,
    input            i_reset,
    input            i_count_valid,    
    output           o_count_valid,    
    output reg [9:0] o_count
);
    always @(posedge i_clk) begin
        if (i_reset)
            o_count <= 10'd0;
        else if (i_count_valid)
            o_count <= o_count + 10'd1;
    end
    assign o_count_valid = i_count_valid;   
endmodule
`timescale 1ns / 1ps
module seq_det_rx #(
    parameter [8:0] BDAY_PATTERN = 9'b100000101  
)(
    input  wire        i_clk,
    input  wire        i_reset,
    input  wire        i_serial_in,
    output reg  [15:0] o_hit_count,        
    output reg         o_hit_count_valid   
);
    reg [8:0]  shift_reg;
    reg [15:0] hit_counter;
    reg [13:0] sec_div;  
    always @(posedge i_clk) begin
        if (i_reset) begin
            shift_reg        <= 9'd0;
            hit_counter      <= 16'd0;
            sec_div          <= 14'd0;
            o_hit_count      <= 16'd0;
            o_hit_count_valid<= 1'b0;
        end else begin
            shift_reg <= {i_serial_in, shift_reg[8:1]};
            if (shift_reg == BDAY_PATTERN)
                hit_counter  <= hit_counter + 16'd1;
            if (sec_div == 14'd9999) begin
                sec_div <= 14'd0;
                o_hit_count       <= hit_counter;
                o_hit_count_valid <= 1'b1;
                hit_counter       <= 16'd0;
            end else begin
                sec_div <= sec_div + 14'd1;
                o_hit_count_valid <= 1'b0;
            end
        end
    end
endmodule
`timescale 1ns / 1ps
module seq_det_tx (
    input  wire       i_clk,
    input  wire       i_reset,
    input  wire       i_count_valid,   
    input  wire [9:0] i_count,         
    output reg        o_serial_data,   
    output reg        o_tx_done        
);
    reg [3:0] bit_count;
    reg [9:0] shift_reg;
    always @(posedge i_clk) begin
        if (i_reset) begin
            bit_count     <= 4'd0;
            shift_reg     <= 10'd0;
            o_serial_data <= 1'b0;
            o_tx_done     <= 1'b0;
        end else begin
            o_tx_done     <= 1'b0;  
            if (i_count_valid) begin
                shift_reg <= i_count;
                bit_count <= 4'd0;
            end else begin
                o_serial_data <= shift_reg[bit_count];
                bit_count     <= bit_count + 4'd1;
                if (bit_count == 4'd9)
                    o_tx_done <= 1'b1;
            end
        end
    end
endmodule
`timescale 1ns / 1ps
module seq_det_tx_top (
    input  wire i_clk,
    input  wire i_rst,
    input  wire i_tx_en_n,      
    output wire o_serial_data
);
    reg        tx_en_n_d;
    wire       tx_en_fall;
    wire       tx_done;
    wire [9:0] count;
    wire       count_valid;
    always @(posedge i_clk)
        tx_en_n_d <= i_tx_en_n;
    assign tx_en_fall = (tx_en_n_d == 1'b1 && i_tx_en_n == 1'b0);
    seq_det_gen U_GEN (
        .i_clk         (i_clk),
        .i_reset       (i_rst),
        .i_count_valid (tx_done),
        .o_count       (count),
        .o_count_valid (count_valid)
    );
    seq_det_tx U_TX (
        .i_clk         (i_clk),
        .i_reset       (i_rst),
        .i_count_valid (count_valid),
        .i_count       (count),
        .o_serial_data (o_serial_data),
        .o_tx_done     (tx_done)
    );
endmodule
$ cat ./config.mk
export PLATFORM = sky130hd
export DESIGN_NAME = happy_birthday_top
export DESIGN_NICKNAME = happy_birthday_top
export VERILOG_FILES = /design/flow/design.v
export SDC_FILE = /design/flow/constraint.sdc
export NUM_CORES = 4
export LEC_CHECK = 1
export CORE_UTILIZATION = 30
==> deck_impl_summary.md <==
Synthesis and Place & Route Summary

STA
  • Skew final: about 8.8 ps
  • RSZ-0062 raised after global routing: false
  • Hold Violations, Final: 0
  • Worst slew pin tran: a little under 900 ps
  • Final worst-path setup slack: around 3000 ps
  • Slew HR: around 40%
  • Crit path time final: around 19000 ps
  • Pins Over Slew Limit: 0
  • Total negative slack: 0 ps
  • Max Fclk: about 52 MHz
  • Final setup fails: 0
  • Final period utilization: slightly below 90%

Power and ir drop
  • Final Power: about 0.00031 W
  • Combinational Power Share: ~1.5%
  • Seq pwr share: a little under half
  • Internal cell power: ~0.00025 W
  • Clock share of power: about half
  • Net switching power: approximately 0.000061 W
  • Switching Fraction: about a fifth
  • Peak supply drop: 56.6 µV
  • Power Density: ~29 nW/µm²
  • Leak pwr: between 3 and 4 nW

Clocking
  • Cts bufs inserted: 9
  • # clock sinks: 82
  • Latency at later pin: approximately 330 ps
  • Clk buf depth: 2
  • CTS tree: yes
  • Post-CTS Setup Inserts: 0
  • H-tree levels: 3
  • Cts repair resizes: 0
  • Worst-path clk slew: roughly 60 ps
  • Root Driver: clkbuf_16
  • # hold bufs at CTS: 0

Global routing
  • Largest net degree at the start of global routing: 55
  • Overflow after GRT: 0
  • Via count of the first global-routing pass: around 8900
  • Initial antenna violation count: 0
  • Global-route wire length before repair: 43.6 mm
  • Overall Global Routing Usage: 15.3%

Critical path
  • Worst-path maximum fanout: 23
  • Crit Path Category: flop to primary output
  • CP max stage cell: a2111oi_4
  • Max stage delay on crit path: a little over 800 ps
  • CP Capture Type: primary output
  • Crit path DAT: around 15000 ps
  • Critical path startpoint category: flop
  • CP required: 17840 ps

Job
  • MaxCap Viol Count: 0
  • Tally of OpenROAD warnings: 36

Cells and area
  • Fin cells: 1794
  • Most frequent logic cell in the layout: nand2_1
  • Most frequent cells in the layout: nand2_1, nor2_1, a21oi_1
  • Area Growth Syn to Fin: 7.85%
  • Largest regs: U_RXSYS.hit_counter x16, U_RXSYS.o_hit_count x16, U_RXSYS.sec_div x14
  • Fin util: between 30% and 40%
  • Fraction of layout cells with a size suffix above 1: roughly 8.2%

Floorplan
  • Core Footprint: between 30000 and 40000 µm²
  • Die width: 184 µm
  • Die area: approximately 34000 µm²
  • Core Rows: about 66
  • Die height: approximately 180 µm
  • Fp util: around 30%
  • Ports: 18

Synthesis
  • Mean Syn Cell Area: slightly above 7 µm²
  • Synth area leader: dfxtp_1
  • Synthesis warning total: 5
  • Post-synthesis cell count: 1384
  • Synth cell types: 117
  • Synth Flop Type: dfxtp_1
  • Ys cells: 1384
  • Flops after synth: 82
  • Area leader share: roughly 17%
  • Post-synth EDFFs: 0
  • Ys async rst share: 0%
  • Cell area leaders: dfxtp_1, nand2_1, nor2_1, a21oi_1, xnor2_1
  • Synth Seq Share: between 10% and 20%
  • Mapped cell area: 9910 µm²
  • Yosys stat area: about 9900 µm²

Place
  • Placer Congestion: a little over 0.9
  • Post-place setup slack: 3540 ps
  • Port Buffers: 16
  • Hpwl dp: between 15 and 20 mm
  • Cells after DPL: about 1800

Outcome
  • Status: finished with violations
  • Failing checks: DRC

Worst hold path
  • HP Class: flop to flop

Route
  • Final ANT Viol Nets: 0
  • Detailed Routing Iterations Pass 1: around 46
  • Number of inserted diodes: 0
  • DRT iter0 DRCs: about 740
  • Vias: roughly 10000
  • Avg WL per Cell: around 14 µm
  • Via density: between 5 and 6
  • Number of remaining DRC errors: 1
  • Post-Route WL: between 20 and 30 mm
-- logic make-up (layout without fill, tap and decap cells) --
kind of cell / Yosys count / after routing / synth area share [%]
adders and majority gates: 35 / 35 / 4.10
AOI/OAI and AO/OA: 411 / 411 / 29.6
buffers and inverters: 111 / 79 / 5.00
DFF: 82 / 82 / 16.6
xor gates and xnor gates: 81 / 81 / 7.75
muxes: 52 / 52 / 5.73
and+or+nand+nor: 612 / 612 / 31.3
-- final timing paths --
check | startpoint | to | slack, ps | cells past startpoint
worst max-delay path | U_RXSYS.o_hit_count[13] | o_seg_tens[3] | 3030 | 42
worst min-delay path | U_RXSYS.sec_div[0] | U_RXSYS.sec_div[0] | 450 | 1
worst max register to register | U_RXSYS.sec_div[0] | U_RXSYS.sec_div[6] | 19620 | 6
worst min register to register | U_RXSYS.sec_div[0] | U_RXSYS.sec_div[0] | 450 | 1
-- power groups by stage --
stage	clock, W	sequential, W	combinational (W)
CTS	0.000165	0.000149	0.00000479
global route	0.000171	0.000149	0.00000526
finish	0.000161	0.000149	0.00000468
-- synth_stat cells, drive strengths merged (18+ instances only) --
master and number:
nor2b 22, nand4 33, a211oi 26, and3 20, a21oi 104, inv 32
xor2 27, a31oi 22, o21ai 74, o211ai 20, ha 22, xnor2 53
nor3 61, nand3 45, buf 34, and2 18, nor2 148, nor4 23
clkbuf 44, mux2i 38, nand2 166, dfxtp 82
-- layer usage --
layer | GRT usage [%] | vias up | wire (µm)
met5 | 0 | - | 0
met4 | 2.57 | 0 | 364
met3 | 0.929 | 27 | 795
met2 | 24.0 | 182 | 11100
met1 | 23.6 | 4662 | 12800
li1 | - | 5111 | -
-- metrics by stage --
stage	area, µm²	hold slack [ps]
floorplan	9910	418
global placement	10400	431
detailed placement	10400	443
CTS	10700	453
global route	10700	470
finish	10700	449
-- cell type report --
type | instances | area (µm²)
sequential | 82 | 1640
inverter | 33 | 124
tap | 442 | 553
clock buffer | 11 | 253
clock inverter | 5 | 83.8
multi-input combinational | 1191 | 7770
timing repair buffer | 30 | 260
fill | 3470 | 21800
-- worst max-delay path: cells and delay by family (launching register included) --
| kind | cells | cell delay [ps] |
|---|---|---|
| mux | 1 | 510 |
| buf+inv | 3 | 900 |
| simple gates | 13 | 4130 |
| fa+ha+maj | 3 | 870 |
| compound gates | 19 | 6490 |
| flops | 1 | 770 |
| xor+xnor | 3 | 770 |
Power and IR drop assume default switching activity.
